<file path="/design/flow/constraint.sdc">
current_design rfid

set clk_period 6.4
set clk_io_pct 0.2

create_clock -name clk0 -period $clk_period [get_ports {clk}]

set non_clock_inputs [all_inputs -no_clocks]
set_input_delay [expr $clk_period * $clk_io_pct] -clock clk0 $non_clock_inputs
set_output_delay [expr $clk_period * $clk_io_pct] -clock clk0 [all_outputs]
</file>
<file path="/design/flow/config.mk">
export PLATFORM = sky130hd
export DESIGN_NAME = rfid
export DESIGN_NICKNAME = rfid
export VERILOG_FILES = /design/flow/design.v
export SDC_FILE = /design/flow/constraint.sdc
export NUM_CORES = 4
export LEC_CHECK = 1
export CORE_UTILIZATION = 30
</file>
<file path="/design/flow/design.v">
`timescale 1ns / 1ps
module display_data(
	input clk,
	input [15:0] decimal_nybble,
	output reg [3:0] seg_an_reg,
   output reg [7:0] seg_cat_reg
   );
	integer slowdown;
	reg [1:0] state;
	integer ID;
	integer digit;
	integer dig0;
	integer dig1;
	integer dig2;
	integer dig3;
	integer temp0;
	integer temp1;
	initial begin
		slowdown = 0;
		state = 0;
		digit = 0;
		dig0 = 0;
		dig1 = 0;
		dig2 = 0;
		dig3 = 0;
		ID = 0;
		seg_an_reg = 4'b0000;
		seg_cat_reg = 8'b00000000;
	end
	always @(decimal_nybble) begin
		dig3 <= decimal_nybble[15:12];
		dig2 <= decimal_nybble[11:8];
		dig1 <= decimal_nybble[7:4];
		dig0 <= decimal_nybble[3:0];
	end
	always @(posedge clk) begin
		if(slowdown==200000) begin  
			case(state)  
				2'd0: begin
					digit = dig0;
					seg_an_reg[0] <= 0;
					seg_an_reg[1] <= 1;
					seg_an_reg[2] <= 1;
					seg_an_reg[3] <= 1;
				end
				2'd1: begin
					digit = dig1;
					seg_an_reg[0] <= 1;
					seg_an_reg[1] <= 0;
					seg_an_reg[2] <= 1;
					seg_an_reg[3] <= 1;
				end
				2'd2: begin
					digit = dig2;
					seg_an_reg[0] <= 1;
					seg_an_reg[1] <= 1;
					seg_an_reg[2] <= 0;
					seg_an_reg[3] <= 1;
				end
				2'd3: begin
					digit = dig3;
					seg_an_reg[0] <= 1;
					seg_an_reg[1] <= 1;
					seg_an_reg[2] <= 1;
					seg_an_reg[3] <= 0;
				end
			endcase
			case(digit)
				'd0: begin
					seg_cat_reg[0] = 0;
					seg_cat_reg[1] = 0;
					seg_cat_reg[2] = 0;
					seg_cat_reg[3] = 0;
					seg_cat_reg[4] = 0;
					seg_cat_reg[5] = 0;
					seg_cat_reg[6] = 1;
					seg_cat_reg[7] = 1;
				end
				'd1: begin
					seg_cat_reg[0] = 1;
					seg_cat_reg[1] = 0;
					seg_cat_reg[2] = 0;
					seg_cat_reg[3] = 1;
					seg_cat_reg[4] = 1;
					seg_cat_reg[5] = 1;
					seg_cat_reg[6] = 1;
					seg_cat_reg[7] = 1;
				end
				'd2: begin
					seg_cat_reg[0] = 0;
					seg_cat_reg[1] = 0;
					seg_cat_reg[2] = 1;
					seg_cat_reg[3] = 0;
					seg_cat_reg[4] = 0;
					seg_cat_reg[5] = 1;
					seg_cat_reg[6] = 0;
					seg_cat_reg[7] = 1;
				end
				'd3: begin
					seg_cat_reg[0] = 0;
					seg_cat_reg[1] = 0;
					seg_cat_reg[2] = 0;
					seg_cat_reg[3] = 0;
					seg_cat_reg[4] = 1;
					seg_cat_reg[5] = 1;
					seg_cat_reg[6] = 0;
					seg_cat_reg[7] = 1;
				end
				'd4: begin
					seg_cat_reg[0] = 1;
					seg_cat_reg[1] = 0;
					seg_cat_reg[2] = 0;
					seg_cat_reg[3] = 1;
					seg_cat_reg[4] = 1;
					seg_cat_reg[5] = 0;
					seg_cat_reg[6] = 0;
					seg_cat_reg[7] = 1;
				end
				'd5: begin
					seg_cat_reg[0] = 0;
					seg_cat_reg[1] = 1;
					seg_cat_reg[2] = 0;
					seg_cat_reg[3] = 0;
					seg_cat_reg[4] = 1;
					seg_cat_reg[5] = 0;
					seg_cat_reg[6] = 0;
					seg_cat_reg[7] = 1;
				end
				'd6: begin
					seg_cat_reg[0] = 0;
					seg_cat_reg[1] = 1;
					seg_cat_reg[2] = 0;
					seg_cat_reg[3] = 0;
					seg_cat_reg[4] = 0;
					seg_cat_reg[5] = 0;
					seg_cat_reg[6] = 0;
					seg_cat_reg[7] = 1;
				end
				'd7: begin
					seg_cat_reg[0] = 0;
					seg_cat_reg[1] = 0;
					seg_cat_reg[2] = 0;
					seg_cat_reg[3] = 1;
					seg_cat_reg[4] = 1;
					seg_cat_reg[5] = 1;
					seg_cat_reg[6] = 1;
					seg_cat_reg[7] = 1;
				end
				'd8: begin
					seg_cat_reg[0] = 0;
					seg_cat_reg[1] = 0;
					seg_cat_reg[2] = 0;
					seg_cat_reg[3] = 0;
					seg_cat_reg[4] = 0;
					seg_cat_reg[5] = 0;
					seg_cat_reg[6] = 0;
					seg_cat_reg[7] = 1;
				end
				'd9: begin
					seg_cat_reg[0] = 0;
					seg_cat_reg[1] = 0;
					seg_cat_reg[2] = 0;
					seg_cat_reg[3] = 0;
					seg_cat_reg[4] = 1;
					seg_cat_reg[5] = 0;
					seg_cat_reg[6] = 0;
					seg_cat_reg[7] = 1;
				end
			endcase
			case(state)
				2'd3: state <= 0;
				default: state <= state + 1;
			endcase
			slowdown <= 0;
		end else slowdown <= slowdown + 1;
	end
endmodule
`timescale 1ns / 1ps
module freq_decode(
    input clk,
    input sq_wv,
    input data_in,
	 input manual,
    output reg data_out
	 );
	integer pulse_count;
	reg last_sq;
	reg last_data;
	initial begin
		pulse_count = 0;
		last_sq = 0;
		last_data = 0;
		data_out = 0;
	end
	always @(posedge sq_wv) begin
		pulse_count = pulse_count + 1;
		if (manual == 1) data_out <= 0;
		if(last_data<data_in) begin
			if(pulse_count==8) data_out<=0;
			else if(pulse_count==10) data_out<=1;
			else data_out<=data_out;
			pulse_count = 0;
		end
		last_data <= data_in;
	end
endmodule
`timescale 1ns / 1ps
module fsk_iface_mchester(
    input sqwv,
    input fsk_in,
	 input manual,
    output reg fsk_out,
	 output reg fsk_out_trigger,
	 output reg done
    );
	integer count_0s, count_0secs, count_1s, count_all;
	reg [2:0] occurence;
	reg ready_or_not;
	reg [1:0] ready_preamble_stage;
	initial begin
		ready_or_not = 0;
		ready_preamble_stage = 0;
		count_0s = 0;
		count_1s = 0;
		count_all = 0;
		fsk_out_trigger = 0;
		fsk_out = 0;
		occurence = 0;
		done = 0;
	 end
	always @(posedge sqwv) begin
		if (manual == 1) begin
			ready_or_not <= 0;
			ready_preamble_stage <= 0;
			count_0s <= 0;
			count_1s <= 0;
			count_all <= 0;
			fsk_out <= 0;
			fsk_out_trigger <= 0;
			occurence <= 0;
			done <= 0;
		end
		else if (ready_or_not == 0) begin
			if (ready_preamble_stage == 0 && fsk_in == 1) begin
				  count_1s <= count_1s + 1;
				  ready_preamble_stage <= 1;
			end
			else if (ready_preamble_stage == 1) begin
				if (fsk_in == 1) begin
					count_1s <= count_1s + 1;
					if (count_1s == 150) begin
					  count_0s <= 0;
					  ready_preamble_stage <= 2;
					end
				end
				else begin
					count_1s <= 0;
					ready_preamble_stage <= 0;
				end
			end
			else if (ready_preamble_stage == 2) begin
				if (fsk_in == 0) begin
					count_0s <= count_0s + 1;
					if (count_0s == 152) begin
					  count_1s <= 0;
					  ready_preamble_stage <= 3;
					end
				end
				else begin
					count_0s <= 0;
					ready_preamble_stage <= 2;
				end
			end
			else if (ready_preamble_stage == 3) begin
				if (fsk_in == 1) begin
					count_1s <= count_1s + 1;
					if (count_1s == 150) begin
					  count_1s <= 0; count_0s <= 0; count_all <= 0;
					  ready_preamble_stage <= 0; ready_or_not <= 1;
					end
				end
				else if (fsk_in == 0 && count_1s == 0);
				else begin
					count_1s <= 0;
					ready_preamble_stage <= 0;
				end
			end
		end
		else if (ready_or_not == 1 && count_0secs == 152) begin
			ready_or_not <= 0;
			ready_preamble_stage <= 0;
			count_1s <= 0;
			count_0s <= 0;
			count_0secs <= 0;
			count_all <= 0;
			done <= 1;
		end
		else begin
		if (fsk_in == 1) begin
		  count_1s <= count_1s + 1;
		  count_0secs <= 0;
		  count_all <= count_all + 1;
		  end
		else begin
		  count_0s <= count_0s + 1;
		  count_0secs <= count_0secs + 1;
		  count_all <= count_all + 1;
		  end
		  if (((count_all == 48-1) && (count_0s > count_1s) && (occurence % 4 != 1)) ||
		  ((count_all == 56-1) && (count_0s > count_1s) && (occurence % 4 == 1))) begin
			occurence <= (occurence + 1) % 4;
			fsk_out <= 0;
			fsk_out_trigger <= ~fsk_out_trigger;
			count_0s <= 0;
			count_1s <= 0;
			count_all <= 0;
			end
		  else if ((count_all == 50-1) && (count_1s > count_0s)) begin
			fsk_out <= 1;
			fsk_out_trigger <= ~fsk_out_trigger;
			count_0s <= 0;
			count_1s <= 0;
			count_all <= 0;
			end
		end
	end
endmodule
`timescale 1ns / 1ps
module getID_4digits(
    input enable,
    input [44:0] digits45,
    output reg [15:0] iddecimal4
    );
	 integer ID;
	 integer temp0, temp1;	 
always @(posedge enable) begin
	ID = digits45[16:1];
	if(ID>=9000) iddecimal4[15:12] = 9;
	else if(ID>=8000) iddecimal4[15:12] = 8;
	else if(ID>=7000) iddecimal4[15:12] = 7;
	else if(ID>=6000) iddecimal4[15:12] = 6;
	else if(ID>=5000) iddecimal4[15:12] = 5;
	else if(ID>=4000) iddecimal4[15:12] = 4;
	else if(ID>=3000) iddecimal4[15:12] = 3;
	else if(ID>=2000) iddecimal4[15:12] = 2;
	else if(ID>=1000) iddecimal4[15:12] = 1;
	else iddecimal4[15:12] = 0;
	temp0 = ID-(iddecimal4[15:12]*1000);
	if(temp0>=900) iddecimal4[11:8] = 9;
	else if(temp0>=800) iddecimal4[11:8] = 8;
	else if(temp0>=700) iddecimal4[11:8] = 7;
	else if(temp0>=600) iddecimal4[11:8] = 6;
	else if(temp0>=500) iddecimal4[11:8] = 5;
	else if(temp0>=400) iddecimal4[11:8] = 4;
	else if(temp0>=300) iddecimal4[11:8] = 3;
	else if(temp0>=200) iddecimal4[11:8] = 2;
	else if(temp0>=100) iddecimal4[11:8] = 1;
	else iddecimal4[11:8] = 0;
	temp1 = temp0-(iddecimal4[11:8]*100);
	if(temp1>=90) iddecimal4[7:4] = 9;
	else if(temp1>=80) iddecimal4[7:4] = 8;
	else if(temp1>=70) iddecimal4[7:4] = 7;
	else if(temp1>=60) iddecimal4[7:4] = 6;
	else if(temp1>=50) iddecimal4[7:4] = 5;
	else if(temp1>=40) iddecimal4[7:4] = 4;
	else if(temp1>=30) iddecimal4[7:4] = 3;
	else if(temp1>=20) iddecimal4[7:4] = 2;
	else if(temp1>=10) iddecimal4[7:4] = 1;
	else iddecimal4[7:4] = 0;
	iddecimal4[3:0] = temp1-(iddecimal4[7:4]*10);
end
endmodule
`timescale 1ns / 1ps
module mchester_decode(
	 input sqwv,
    input fsk_out_trigger,
    input fsk_out,
	 input manual,
    output reg [44:0] decoded,
	 output reg done
	 );
	reg prev_trig;
	integer bits_rcvd;
	integer bits_left;
	reg odd_bit, even_bit;
	initial begin
		bits_rcvd = 0;
		bits_left = 44;
		decoded = 0;
		done = 0;
	end
	always @(posedge sqwv) begin
		if (manual == 1) begin
			bits_rcvd <= 0;
			bits_left <= 44;
			decoded <= 0;
			done <= 0;
		end
		else if (fsk_out_trigger != prev_trig) begin
			if (bits_left >= 0) begin
				if (bits_rcvd % 2 == 0) begin
					even_bit <= fsk_out;
					end
				else begin
					decoded[bits_left] <= even_bit;
					bits_left <= bits_left - 1;
				end
				bits_rcvd <= bits_rcvd + 1;
			end
			else done <= 1;
			prev_trig <= fsk_out_trigger;
		end
	end
endmodule
`timescale 1ns / 1ps
module rfid(
    input clk,
	 input dataIn,
	 input manual,
	 output square_wave,
	 output freqOut,
	 output [3:0] seg_an_main,
	 output [7:0] seg_cat_main,
	 output reg [7:0] led,
	 output fsk_out,
	 output fsk_out_trigger
	);
	wire iface_done;
	wire mchester_done;
	wire [44:0] decoded;
	wire [15:0] iddecimal4;
	always @(posedge square_wave) begin
		led[7:4] = iface_done;
		led[3:0] = mchester_done;
	end
	freq_decode F_DECODE(clk,square_wave,dataIn,manual,freqOut);
	fsk_iface_mchester FSK_IFACE_MCHESTER(square_wave,freqOut,manual,fsk_out,fsk_out_trigger,iface_done);
	mchester_decode MCHESTER_DECODE(square_wave,fsk_out_trigger,fsk_out,manual,decoded,mchester_done);
	getID_4digits GETID_4DIGITS(square_wave,decoded,iddecimal4);
	square_wave SQ_WV(clk,square_wave);
	display_data DISP_DATA(clk,iddecimal4,seg_an_main,seg_cat_main);
endmodule
`timescale 1ns / 1ps
module square_wave(
    input clk,
    output reg sqwv_out
    );
	integer counter;
	initial counter=0;
	initial sqwv_out=0;
	always @(posedge clk) begin
		if(counter==399) begin
			sqwv_out<=~sqwv_out;
			counter <= 0;
		end else begin
			counter<=counter+1;
		end
	end
endmodule
</file>
<file path="/design/flow/run.sh">
#!/bin/bash
# OpenROAD 26Q1-2900-gdf79404cd8, Yosys 0.63+post, stock flow scripts
make -C /OpenROAD-flow-scripts/flow DESIGN_CONFIG=/design/flow/config.mk WORK_HOME=/design/flow/orfs finish
</file>
==> COMMIT_EDITMSG <==
Update PnR metrics after Yosys + OpenROAD run

- Critical Path Stages: 1
* Unrepaired setup endpoints after global routing: false
- Gate count after technology mapping: 2328
* Count of instances resized after the clock tree is built: 0
* Clock buffer count from CTS: 9
* Number of different library cells in the post-synthesis netlist: 91
- Counting endpoints that fail hold in the final report gives 0.
- Per the timing report, the most critical flop-to-flop path finishes at DISP_DATA.seg_cat_reg[3]$_DFFE_PP_.
* Fin Clk Skew: 8.907 ps
- Cell type contributing the most total cell area after synthesis: dfxtp_1
- The worst hold path terminates at SQ_WV.counter[0]$_SDFF_PN0_.
* Number of register pins that no clock reaches: 240
- According to the floorplan report, the total die area is 0.06529 sq mm.
- Category of the most critical setup path: reg -> out
* Detailed placement HPWL: 30470 um
* P per Cell Area: 49.43 mW/mm^2
- The detailed router reported a total wirelength of 41150 um.
- The data required time reported for the critical path is 5120 ps.
* Total negative slack for setup checks: 0 ps
* Leading post-synthesis cells by cell area: dfxtp_1 28%, edfxtp_1 7.8%, ha_1 6.7%
- Share of async-settable or async-resettable flops after synthesis: 0
- Die height: 255.5 um
* Number of buffers on the longest clock path: 2
- Die extent in x: 255.5 um
- Final Max-Slew Violation Tally: 0
- For reference, the placement row count at floorplan is 92.
* Mux share of post-synthesis cell area: 0.01252
- Per the run summary, max-cap violations total 0.
* R2R setup slack: 3960 ps
- Global-route wire length before repair: 69920 um
* Mean number of vias per cell: 5.104
* Part of the Yosys area used for sequential elements: 0.3571
- Dividing the detail-routed wire length by the instance count gives 13.15 um.
- Cells in synth_stat.txt: 2328
- From the final report, the count of setup violators was given as 0.
- 280 endpoints have no timing constraint.
- The number of antenna violations at the first check in global routing is 0.
- Clock latency of the later-clocked register in the worst-skew pair: 340 ps
- Number of filler cells placed in the layout: 6471
- Per the post-run analysis, buffers plus inverters along the critical path come to 1.
- The cell-mix breakdown from Yosys lists the adder-cell area share as 0.07942.
- For the finished layout, the period the worst path requires is 3052 ps.
- Area overhead of the layout relative to synthesis: 6.593%
* Depth of the worst register-to-register path: 8
- As logged by OpenROAD, the buffers inserted on ports number 20.
- Crit-path max cell delay: 830 ps
* CP startpoint kind: register
- After floorplanning, the core was sized to cover 0.06331 sq mm.
* Crit-path slowest cell: edfxtp_1
- Based on the critical path, the design can be clocked at up to 327.6 MHz.
- In this run, the synthesized area fraction spent on and/or/nand/nor cells is recorded as 0.2666.
- The floorplan step records an initial core utilization of 0.3046.
- The flow ran to the end, and the final reports show no timing, DRC or antenna violations.
- The leakage power in the latest report is 7.274 nW.
- Per the synthesis report, the XOR/XNOR share of the synthesized area is 0.09720.
- Yosys Chip Area: 0.01928 sq mm
- For the worst reg-to-reg path, the startpoint reported by OpenROAD is DISP_DATA.state[0]$_SDFFCE_PN0P_.
- STA reports the tightest min-delay check as being of type reg -> reg.
- For this design, the CTS-stage hold fixing added 0 buffers.
* Final estimated routing congestion in global placement: 0.8941
- Avg Cell Area, Syn: 8.283 sq um
- Startpoint of the tightest hold check path: SQ_WV.counter[0]$_SDFF_PN0_
- The tree is rooted in a clkbuf_16.
- Signal arrival time at the worst endpoint: 1770 ps
- Period Utilization, post-route: 0.4769
- Number of synthesized flops with an enable pin: 50
* Instance count along the most critical hold path: 1
- TritonCTS built the clock tree.
- Measured slew at the worst slew-check pin: 1057 ps
* Number of warnings reported in the yosys synthesis log: 7
- Per the synth stats, the flop cell with the highest instance count is dfxtp_1.
* Complex Gates by Area: 0.1378
- The post-synth register bit count is 319.
* Clock transition at the registers of the reported paths: 60 ps
* Synth logic family: simple AND/OR/NAND/NOR gates
* H-tree levels: 3
- Fraction of final layout cells with drive strength greater than 1: 0.03110
- Per the repair_timing log after CTS, setup buffers inserted total 0.
- The timing report attributes the biggest portion of critical-path delay to flip-flops.
- Non-Filler Cell Area, Final: 0.02055 sq mm
* VDD IR max: 0.1153 mV
- Total inserted antenna cells: 0
* Vias in the first global route: 14360
* Netlist Area Pre-Place: 0.01928 sq mm
* DRC violations left: 0
- GRT Resource Usage Total: 0.1263
- Largest net degree at the start of global routing: 83
- Critical-path maximum fanout: 19
* Post-detailed-placement cell area: 0.02027 sq mm
- The worst pin sits at a relative slew slack of 0.2891.
- TritonRoute pass-1 iters: 6
- List of cells traversed by the critical path: clkdlybuf4s50_1
* Vias: 15970
- Grt total ovfl: 0
* Top-level I/O count: 27
* Capturing element type of the critical path: output pin
- After the first detailed-routing iteration, the DRC count stood at 909.
* Total number of warnings across the stage logs: 46
* Post-synth top area share: 0.2793
- Final antenna-violating net count: 0
[worst max-delay path by stage]
stage	from	slack, ps	end
final	SQ_WV.sqwv_out$_DFFE_PN_	3350	square_wave
after global routing	SQ_WV.sqwv_out$_DFFE_PN_	3250	square_wave
after CTS	SQ_WV.sqwv_out$_DFFE_PN_	3290	square_wave
[cells in the mapped netlist (5+ instances only)]
library cell / instances
nand2b_1: 18
or2_2: 10
nor4b_1: 7
edfxtp_1: 50
dfxtp_1: 269
inv_1: 132
a41oi_1: 7
ha_1: 104
o32ai_1: 9
clkbuf_1: 83
o21ai_0: 77
a31oi_1: 37
buf_2: 8
nand3_1: 136
o22ai_1: 11
o211ai_1: 23
and3_1: 46
and2_1: 18
nand4_1: 88
nor4_1: 57
nand2_1: 176
nand3b_1: 7
o31ai_1: 22
and4_1: 18
a211oi_1: 16
fa_1: 11
xor2_1: 87
o2111ai_1: 5
mux2i_1: 23
nor3_1: 64
o21a_1: 8
nor2_1: 266
o21ai_1: 7
a211o_1: 6
o21bai_1: 6
a21oi_1: 111
o41ai_1: 11
or4_1: 13
buf_4: 6
nor2b_1: 24
xnor2_1: 127
or3_1: 33
[final cells by class]
class                   instances  area [sq um]  area share
flip-flops and latches        319          6887      0.3351
clock inverters                 7         61.31    0.002983
repair buffers                 38         330.3     0.01607
inverters                     133         499.2     0.02429
multi-input cells            1777         11490      0.5591
clock buffers                   9         225.2     0.01096
well taps                     846          1059     0.05150
[where the power goes]
part / internal, W / total, W / switching, W
clock: 0.000271 / 0.000482 / 0.000211
sequential: 0.000505 / 0.000505 / 0
combinational: 0.00000492 / 0.0000293 / 0.0000244
[logic make-up (layout without fill, tap and decap cells)]
family,Yosys count,count (layout)
simple gates,1009,1009
compound gates,407,407
flops,319,319
buf+inv,237,187
xor+xnor,214,214
fa+ha+maj,116,116
mux,24,24
other cells,2,7
[metrics by stage]
| step | hold WS (ps) | cells | util | setup WS, ps | total power [W] |
|---|---|---|---|---|---|
| 2_1_floorplan | 417.5 | 2333 | - | 2087 | 0.0005390 |
| 3_3_place_gp | 426.5 | 3113 | 0.3201 | 3675 | 0.0005453 |
| 3_5_place_dp | 438.9 | 3113 | 0.3201 | 3667 | 0.0005458 |
| 4_1_cts | 453.7 | 3129 | 0.3246 | 3292 | 0.001029 |
| 5_1_grt | 457.7 | 3129 | 0.3246 | 3250 | 0.001054 |
| 6_report | 448.8 | 3129 | 0.3246 | 3348 | 0.001016 |
[routing by layer]
| layer | global-route usage | wire [um] | up-vias |
|---|---|---|---|
| li1 | - | - | 8245 |
| met1 | 0.2068 | 21740 | 7419 |
| met5 | 0 | 0 | - |
| met4 | 0.01281 | 409 | 0 |
| met3 | 0.01041 | 1292 | 26 |
| met2 | 0.1901 | 17700 | 279 |
[placed cells by master (no fill, tap or decap), types with 8 or more instances in the layout]
master             n
buf_4             18
or2_2             10
a21oi_1          111
nor2_1           265
a31oi_1           37
o21a_1             8
xor2_1            87
edfxtp_1          50
nand2_1          176
nand2b_1          18
o32ai_1            9
o211ai_1          23
o41ai_1           11
or4_1             13
clkdlybuf4s50_1   19
nor2b_1           23
fa_1              11
or3_1             33
nor4_1            57
inv_1            132
and4_1            18
and3_1            46
o21ai_0           76
ha_1             104
mux2i_1           23
a211oi_1          16
nand3_1          136
nand4_1           88
dfxtp_1          269
and2_1            18
clkbuf_16          9
o31ai_1           21
nor3_1            63
o22ai_1           11
xnor2_1          127
Power is estimated from default activity; no workload was simulated.
